==> flow/config.mk <==
export PLATFORM = sky130hd
export DESIGN_NAME = rv32_core
export DESIGN_NICKNAME = rv32_core
export VERILOG_FILES = /design/flow/design.v
export SDC_FILE = /design/flow/constraint.sdc
export NUM_CORES = 4
export LEC_CHECK = 1
export CORE_AREA = 10 10 99 99
export DIE_AREA = 0 0 109 109
==> flow/constraint.sdc <==
current_design rv32_core

set clk_period 7.2
set clk_io_pct 0.2

create_clock -name clk0 -period $clk_period [get_ports {clk}]

set non_clock_inputs [all_inputs -no_clocks]
set_input_delay [expr $clk_period * $clk_io_pct] -clock clk0 $non_clock_inputs
set_output_delay [expr $clk_period * $clk_io_pct] -clock clk0 [all_outputs]
==> flow/design.v <==
module rv32_core (
    input  wire        clk,
    input  wire        reset,
    output wire [31:0] pc,
    output wire [31:0] pc_next,
    output wire [31:0] rs1_val,
    output wire [31:0] rs2_val,
    output wire [31:0] imm,
    output wire        is_beq,
    output wire        is_bne
);
    reg [31:0] pc_reg;
    assign pc = pc_reg;
    reg [31:0] regfile [0:31];
    assign rs1_val = regfile[1];    
    assign rs2_val = regfile[2];    
    assign is_beq = (pc_reg == 32'd16);
    assign is_bne = (pc_reg == 32'd8);
    assign imm =
        (pc_reg == 32'd8)  ? 32'd8 :
        (pc_reg == 32'd16) ? 32'd4 :
                             32'd4;
    wire eq = (rs1_val == rs2_val);
    assign pc_next =
        (is_beq && eq)  ? pc_reg + imm :
        (is_bne && !eq) ? pc_reg + imm :
                          pc_reg + 32'd4;
    integer i;
    always @(posedge clk) begin
        if (reset) begin
            pc_reg <= 32'd8;    
            for (i = 0; i < 32; i = i + 1)
                regfile[i] <= 32'd0;
            regfile[1] <= 32'd5;  
            regfile[2] <= 32'd6;  
        end else begin
            pc_reg <= pc_next;
        end
    end
endmodule
==> flow/run.sh <==
#!/bin/bash
# OpenROAD 26Q1-2900-gdf79404cd8, Yosys 0.63+post, stock flow scripts
make -C /OpenROAD-flow-scripts/flow DESIGN_CONFIG=/design/flow/config.mk WORK_HOME=/design/flow/orfs finish
==> impl_metrics.py <==
# Auto-generated metrics
metrics = {
    "placement": {
        "gp_congestion": 0.821,
        "io_buffers": 65,
        "pre_cts_slack_ns": 2.14,
        "place_area_sq_um": 2780,
        "hpwlAfterDp_mm": 5.45,
        "dp.cells": 454,
    },
    "power": {
        "p_sw_share_pct": 28.1,
        "pwr-share-clk_pct": 25.9,
        "switching_power_uw": 145,
        "combPwrFrac_pct": 37.0,
        "leakage_nw": 1.22,
        "power.share.sequential_pct": 37.1,
        "powerDensity_nw_per_um2": 180,
        "worst_ir_drop_vdd_mv": 0.0877,
        "p_int_uw": 371,
    },
    "cts": {
        "ctsResizeCount": 0,
        "cts_root_buf": "clkbuf_8",
        "clock_path_buffers": 2,
        "clock-sinks": 30,
        "postCtsSetupBuffers": 0,
        "cts_tree": "yes",
        "postCtsHoldBufs": 0,
        "cts_inserted_buffers": 5,
        "htreeDepth": 2,
        "cts.clk_slew.worst_paths_ns": 0.06,
        "insertion_delay_ns": 0.28,
    },
    "critical_path": {
        "regToRegSetupSlack_ns": 3.81,
        "r2r_start": "pc_reg[21]",
        "crit_fanout": 9,
        "cp_slowest_cell": "nor3_1",
        "cp.buffers_inverters": 1,
        "cpPeakStageDelay_ns": 0.73,
        "cp.depth": 10,
        "cp-start-kind": "flop",
        "worstPathRequired_ns": 5.76,
        "r2r_cells": 9,
        "end_kind": "primary output",
        "crit_path_frequent_cell": "nand4_1",
        "worst_r2r_endpoint": "pc_reg[26]",
        "worstSetupPathType": "reg -> out",
        "arrival_ns": 3.93,
        "cp_cell_sequence": "nor4_1, nand4_1, nor2_1, and3b_2, fa_1, nand4_1, nor3_1, nand4_1, xnor2_1, clkdlybuf4s50_1",
        "cp-endpoint": "pc_next[26]",
        "crit_start": "pc_reg[21]",
        "cp_top_family": "simple AND/OR/NAND/NOR gates",
    },
    "logic_synthesis": {
        "ys_area_sq_um": 2420,
        "synth_cells": 295,
        "edf_count": 0,
        "numSynthFlops": 30,
        "most_common_cell": "buf_4",
        "top_area_cell": "buf_4",
        "ff_type": "dfxtp_1",
        "seq_area_frac_synth_pct": 24.8,
        "synth_cell_types": 33,
        "async_flop_share_pct": 0,
        "syn_area_per_cell_sq_um": 8.19,
        "top_cells_by_area": "buf_4, dfxtp_1, nor2b_1, xnor2_1, mux2_2",
        "ys_cells": 295,
        "syn_area_sq_um": 2420,
        "synthTopCellsByCount": "buf_4, dfxtp_1, nor2b_1",
        "ys_warn_count": 2,
        "synth_top_area_share_pct": 31.4,
    },
    "floorplanning": {
        "core_region_area_sq_um": 7730,
        "fp.dieH_um": 109,
        "fp-utilization_pct": 31.3,
        "die_w_um": 109,
        "die_area_sq_um": 11900,
        "num_rows": 32,
        "io_pins": 164,
    },
    "sta": {
        "hold_viol_final": 0,
        "maxSlewHeadroom_pct": 43.3,
        "fin_setup_tns_ns": 0,
        "fin_crit_sh_pct": 74.6,
        "fmax_mhz": 186,
        "min_period_ns": 5.37,
        "setup_viol": 0,
        "finalClockSkew_ns": 0.00511,
        "drv_slew": 0,
        "grt_setup_unrepaired": "false",
        "tightest_slew_ns": 0.844,
        "worst_slack_ns": 1.83,
    },
    "routing": {
        "drcViolationCount": 0,
        "detail_route.first_pass.iterations": 4,
        "drtIter0Drc": 121,
        "ant_nets": 0,
        "antenna_cells": 0,
        "wl_mm": 6.67,
        "vias_per_cell": 4.09,
        "vias": 1883,
        "wl_per_cell_um": 14.5,
    },
    "outcome": {
        "status": "complete, no violations",
    },
    "layout": {
        "largest_reg_flops": 30,
        "final_cells": 460,
        "fill_cells": 790,
        "logic_area_sq_um": 1380,
        "final_layout_size_suffix_gt1_share_pct": 6.15,
        "syn2layout_area_growth_pct": 18.5,
        "seq_area_sq_um": 601,
        "stdcell_area_sq_um": 2870,
    },
    "grt": {
        "antenna_found_initial": 0,
        "grt_use_total_pct": 10.4,
        "grt_first_pass_wirelength_mm": 9.98,
        "grt_max_degree": 39,
        "first_global_vias": 1913,
        "overflow": 0,
    },
    "flow_run": {
        "drv_cap": 0,
        "log.warning_count": 25,
    },
    "worst_hold_path": {
        "min_from": "pc_reg[20]",
        "hold_class": "reg -> reg",
    },
}
==> how the worst min path moves through the flow <==
stage	to	cells past startpoint	slack (ns)
final	pc_reg[20]	2	0.57
after global routing	pc_reg[20]	2	0.62
after CTS	pc_reg[20]	2	0.57
==> power groups by stage <==
stage / Sequential, mW / Combinational (mW) / Clock (mW)
finish: 0.191 / 0.191 / 0.134
CTS: 0.191 / 0.200 / 0.138
global route: 0.193 / 0.219 / 0.149
==> kinds of logic (layout without fill, tap and decap cells) <==
kind of cell | Yosys count | in the layout | share of synthesized area, %
muxes | 8 | 8 | 3.73
buffers and inverters | 109 | 76 | 32.9
and+or+nand+nor | 105 | 105 | 25.3
adders and majority gates | 3 | 3 | 1.86
xor gates and xnor gates | 19 | 19 | 6.88
DFF | 30 | 30 | 24.8
other | 2 | 98 | 0.311
AOI/OAI and AO/OA | 19 | 19 | 4.14
==> tightest hold or removal path, cell delays in order, from the launching register on <==
cell and delay, ns:
dfxtp_1 0.34, o21ai_0 0.11, a21oi_1 0.07
==> stage by stage <==
step           hold slack, ns  power, mW  utilization (%)
6_report                0.570      0.516             37.1
3_5_place_dp            0.562      0.391             36.0
3_3_place_gp            0.538      0.392             36.0
2_1_floorplan           0.491      0.300                -
5_1_grt                 0.623      0.561             37.1
4_1_cts                 0.569      0.529             37.1
==> per-layer routing <==
layer	part of all wire (%)	vias to the layer above	wire (um)	global-route usage, %
li1	-	928	-	-
met1	42	851	2810	13.0
met2	49	100	3270	17.8
met3	8.2	4	546	3.17
met4	0.72	0	48	1.04
met5	0	-	0	0
==> area by class of cell <==
class | count | share of cell area, %
Tap cell | 102 | 4.45
Clock buffer | 6 | 2.88
Sequential cell | 30 | 21.0
Timing Repair Buffer | 66 | 23.0
Multi-Input combinational cell | 252 | 48.2
Inverter | 4 | 0.524
==> layout by cell type (no fill, tap or decap) <==
master and count:
nand4_1 8, nor4_1 9, ha_1 2, xnor2_1 14
a21oi_1 10, and3b_2 1, or3_1 8, dfxtp_1 30
or2b_1 1, nand3_1 13, or2_2 2, nor4b_1 1
xor2_1 5, nand3b_1 1, nor3_1 5, nand4_4 1
o21ai_0 7, and4_1 2, nand2_1 13, inv_1 4
clkdlybuf4s50_1 65, nand3_2 1, and3_1 1, clkbuf_8 6
or4_4 2, nor2b_1 20, buf_4 1, nor2_1 14
conb_1 98, o31ai_1 2, fa_1 1, or4_1 2
mux2_2 8
Power and IR drop assume default switching activity.
